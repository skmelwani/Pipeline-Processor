==> run.sh <==
#!/bin/bash
# OpenROAD 26Q1-2900-gdf79404cd8, Yosys 0.63+post, stock flow scripts
make -C /OpenROAD-flow-scripts/flow DESIGN_CONFIG=/design/flow/config.mk WORK_HOME=/design/flow/orfs finish
==> config.mk <==
export PLATFORM = sky130hd
export DESIGN_NAME = ID_EX
export DESIGN_NICKNAME = ID_EX
export VERILOG_FILES = /design/flow/design.v
export SDC_FILE = /design/flow/constraint.sdc
export NUM_CORES = 4
export LEC_CHECK = 1
export CORE_AREA = 10 10 232 232
export DIE_AREA = 0 0 242 242
export SYNTH_HDL_FRONTEND = slang
==> constraint.sdc <==
current_design ID_EX

set clk_period 1.0
set clk_io_pct 0.2

create_clock -name clk0 -period $clk_period [get_ports {clk}]

set non_clock_inputs [all_inputs -no_clocks]
set_input_delay [expr $clk_period * $clk_io_pct] -clock clk0 $non_clock_inputs
set_output_delay [expr $clk_period * $clk_io_pct] -clock clk0 [all_outputs]
==> design.v <==
module ID_EX(
  input clk, reset,
  input [3:0] IF_ID_Instruction,
  input [4:0] rs1,
  input [4:0] rs2,
  input [4:0] rd,
  input [63:0] imm_data,
  input [63:0] ReadData1,
  input [63:0] ReadData2,
  input [63:0] PC,
  input [1:0] ALUOp,
  input Branch, MemRead, MemtoReg, MemWrite, ALUSrc, RegWrite,
  output reg [3:0] ID_EX_Instruction,
  output reg [4:0] ID_EX_rs1,
  output reg [4:0] ID_EX_rs2,
  output reg [4:0] ID_EX_rd,
  output reg [63:0] ID_EX_imm_data,
  output reg [63:0] ID_EX_ReadData1,
  output reg [63:0] ID_EX_ReadData2,
  output reg [63:0] ID_EX_PC,
  output reg [1:0] ID_EX__ALUOp,
  output reg ID_EX__ALUSrc,
  output reg ID_EX__Branch,
  output reg ID_EX__MemRead,
  output reg ID_EX__MemtoReg,
  output reg ID_EX__MemWrite,
  output reg ID_EX__RegWrite  
);
  always @(posedge clk or posedge reset)
    begin 
      if(reset)
        begin
          ID_EX_Instruction		= 0;
          ID_EX_rs1 			= 0;
          ID_EX_rs2				= 0;
          ID_EX_rd 				= 0;
          ID_EX_imm_data		= 0;
          ID_EX_ReadData1		= 0;
          ID_EX_ReadData2		= 0;
          ID_EX_PC				= 0;
          ID_EX__ALUOp			= 0;
          ID_EX__Branch			= 0;
          ID_EX__MemRead		= 0;
          ID_EX__MemtoReg		= 0;
          ID_EX__MemWrite		= 0;
          ID_EX__ALUSrc			= 0;
          ID_EX__RegWrite		= 0;
        end
      else
        begin 
          ID_EX_Instruction		= IF_ID_Instruction;
          ID_EX_rs1 			= rs1;
          ID_EX_rs2				= rs2;
          ID_EX_rd 				= rd;
          ID_EX_imm_data		= imm_data;
          ID_EX_ReadData1		= ReadData1;
          ID_EX_ReadData2		= ReadData2;
          ID_EX_PC				= PC;
          ID_EX__ALUOp			= ALUOp;
          ID_EX__Branch			= Branch;
          ID_EX__MemRead		= MemRead;
          ID_EX__MemtoReg		= MemtoReg;
          ID_EX__MemWrite		= MemWrite;
          ID_EX__ALUSrc			= ALUSrc;
          ID_EX__RegWrite		= RegWrite;
        end
    end
endmodule
==> reports/results.tsv <==
metric	value	unit
status	finished, violations left	
violations	setup timing	
place_congestion	0.813	
finalSetupViolCount	283	
fp_util	14.5	%
cts_tree	built	
drive_gt1_share	38.2	%
syn_to_final_growth	89.4	%
first_pass_iters	4	
mi_logic_area	0	µm²
htree_levels	1	
cts_inserted_buffers	30	
yosysCellCount	284	
slowest_stage	dfrtp_1	
syn_area_per_cell	24.9	µm²
max_cap_violations	0	
grt_use_total	8.73	%
ys_sh_mux	0	%
fmax	801	MHz
drt_drc_violations_left	0	
core_area	48800	µm²
port_buffers	567	
worst-path-max-fanout	1	
whs	0.0666	ns
top_layer_used	met4	
lay_top_count	clkdlybuf4s50_1	
wl_per_cell	16.5	µm
die-area	58600	µm²
n_antenna_cell	0	
grt_pass1_wl	38300	µm
path_class	reg2out	
yosys_warnings	0	
max_slew_margin	83.9	%
numSynthFlops	283	
yosysSeqAreaShare	99.9	%
n_fill_cell	5047	
rsz0062_at_grt	yes	
cts.sinks	283	
path_cells	buf_2	
wl	26200	µm
syn_area	7090	µm²
route.met3.wl	3040	µm
period_used_share	125	%
fin_ws	-0.249	ns
ys_types	2	
clk_pin_slew	0.05	ns
setup_tns	-61.34	ns
arrival	1.05	ns
topCombFamilyByArea	buffers and inverters	
ant_nets	0	
drt_iter0_drc	77	
critical-path-max-stage-delay	0.38	ns
syn_inst	284	
dpl_worst_slack	-0.0840	ns
hold_violations	0	
dp_hpwl	21700	µm
cellLeakagePower	6.15	nW
place_area	13900	µm²
simple_gate_share	0	%
dr_wl_met2	13500	µm
power.total	24.9	mW
power.density	1850	nW/µm²
ys_sh_aoi	0	%
critPathLaunchType	flop	
ys_area	7090	µm²
mostFrequentLayoutCells	284 x clkdlybuf4s50_1, 283 x dfrtp_1, 283 x buf_2, 31 x clkbuf_16, 22 x buf_4	
viasPerCell	3.03	
worstSetupEndpointType	primary output	
adder_share	0	%
rows	81	
hold_class	in2async	
wl_met1	9150	µm
comb_cells	0	
antenna_found_initial	1	
cp_num_buf_inv	1	
grt_pass1_vias	5549	
post-route-cell-area	13400	µm²
peakVddDrop	0.00135	V
root_buffer	clkbuf_16	
period_minus_slack	1.25	ns
ctsHoldBuffers	0	
drv_slew	0	
post_cts_buffers	0	
io_pins	568	
grt_max_degree	28	
grt-ovfl-total	0	
cp_top_family	flip-flops	
worstPathRequired	0.80	ns
clockBufferDepth	3	
crit_start	ID_EX_rd[1]	
ys_sh_xor	0	%
die_y	242	µm
vias	4824	
fp.dieW	242	µm
tool_warnings	28	
worst_slew_pin_slew	0.241	ns
routing by layer:
| layer | GRT usage (%) | vias to the layer above |
|---|---|---|
| met1 | 9.55 | 2348 |
| met4 | 1.57 | 0 |
| li1 | - | 2134 |
| met2 | 15.2 | 307 |
| met5 | 0 | - |
| met3 | 4.29 | 35 |
Yosys cell counts:
cell type / count / share of area [%]
dfrtp_1: 283 / 100
inv_1: 1 / 0.053
through the flow:
step / utilization [%] / cells
floorplan: - / 284
global placement: 28.4 / 1542
detailed placement: 28.4 / 1542
CTS: 27.5 / 1594
global route: 27.5 / 1594
finish: 27.5 / 1594
worst max-delay path by stage:
stage	slack, ns	depth (start not counted)	end
after CTS	-0.31	1	ID_EX_Instruction[3]
after global routing	-0.32	1	ID_EX_imm_data[33]
final	-0.25	1	ID_EX_rd[1]
registers in the layout, indices dropped and copies added, names as in the netlist, 2 cells and up:
| register | count |
|---|---|
| ID_EX_ReadData1 | 64 |
| ID_EX_PC | 64 |
| ID_EX__ALUOp | 2 |
| ID_EX_rs1 | 5 |
| ID_EX_Instruction | 4 |
| ID_EX_imm_data | 64 |
| ID_EX_ReadData2 | 64 |
| ID_EX_rd | 5 |
| ID_EX_rs2 | 5 |
kinds of logic (layout without fill, tap and decap cells):
logic type,Yosys count,in the layout
DFF,283,283
buffers and inverters,1,647
area by class of cell:
class                   count  area [µm²]  share of cell area (%)
well taps                 664         831                    6.19
repair buffers            594        4520                    33.7
inverters                   1        7.51                  0.0559
flip-flops and latches    283        7080                    52.8
clock inverters             4        47.5                   0.354
clock buffers              48         930                    6.93
where the power goes:
group	internal, mW	switching [mW]	leakage (nW)
sequential	12.0	0.133	3.30
combinational	1.42	0.577	2.38
clock	6.53	4.18	0.478
total	20.0	4.89	6.15
what timing repair did:
item | 4_1_cts | 5_1_grt
endpoints found under the hold margin | 0 | 0
setup endpoints to repair | 283 | 283
resized | 922 | 0
Power figures rest on the tool's default switching activity, not on a simulated workload.
