File: /design/flow/run.sh
#!/bin/bash
# OpenROAD 26Q1-2900-gdf79404cd8, Yosys 0.63+post, stock flow scripts
make -C /OpenROAD-flow-scripts/flow DESIGN_CONFIG=/design/flow/config.mk WORK_HOME=/design/flow/orfs finish
File: /design/flow/config.mk
export PLATFORM = sky130hd
export DESIGN_NAME = Data_Memory
export DESIGN_NICKNAME = Data_Memory
export VERILOG_FILES = /design/flow/design.v
export SDC_FILE = /design/flow/constraint.sdc
export NUM_CORES = 4
export LEC_CHECK = 1
export CORE_UTILIZATION = 50
export SYNTH_HDL_FRONTEND = slang
File: /design/flow/constraint.sdc
current_design Data_Memory

set clk_period 15.5
set clk_io_pct 0.2

create_clock -name clk0 -period $clk_period [get_ports {clk}]

set non_clock_inputs [all_inputs -no_clocks]
set_input_delay [expr $clk_period * $clk_io_pct] -clock clk0 $non_clock_inputs
set_output_delay [expr $clk_period * $clk_io_pct] -clock clk0 [all_outputs]
File: /design/flow/design.v
module Data_Memory(
  input [63:0] Mem_Addr,
  input clk, MemWrite, MemRead,
  input [63:0] Write_Data,
  output reg [63:0] Read_Data
);
  reg [7:0] memory [63:0];
  int x;
  initial begin
    for (x=0; x<64; x = x+1)
      begin
        memory[x] = 0;
      end
    memory[3] = 0;   
  end
  always @(posedge clk)
    begin
      if (MemWrite == 1)
        begin
          memory[Mem_Addr+7] = Write_Data[63:56];
          memory[Mem_Addr+6] = Write_Data[55:48];
          memory[Mem_Addr+5] = Write_Data[47:40];
          memory[Mem_Addr+4] = Write_Data[39:32];
          memory[Mem_Addr+3] = Write_Data[31:24];
          memory[Mem_Addr+2] = Write_Data[23:16];
          memory[Mem_Addr+1] = Write_Data[15:8];
          memory[Mem_Addr+0] = Write_Data[7:0];
        end
    end
  always @(*)
    begin
      if(MemRead == 1)
        begin Read_Data = {
          memory[Mem_Addr+7], memory[Mem_Addr+6],
          memory[Mem_Addr+5], memory[Mem_Addr+4],
          memory[Mem_Addr+3], memory[Mem_Addr+2],
          memory[Mem_Addr+1], memory[Mem_Addr+0] 
        };
        end
    end
endmodule
==> summary.txt <==
yosys + openroad results -> share of async-settable or async-resettable flops after synthesis 0%, Post-CTS Resized 0, cell count after synthesis 9,890, All-Layer GR Usage 108%, H-Tree Level Count 3, endpoints left unconstrained 128, Yosys Instances 9,890, Num CTS Buffers 66, Setup Fix Bufs, Post-CTS 0, post-synthesis area per instance 8.43 sq um, root buffer cell clkbuf_16, status did not finish, Post-DP HPWL 601 mm, boundary pin count 195, Yosys chip area 83,400 sq um, YS warnings 0, Netlist Area Pre-Place 83,400 sq um, Die Wd 410 microns, Cell Rows 149, Fail Step 5_1_grt, main flop type edfxtp_1, largest net degree at the start of global routing 78, maximum clock path buffer count 3, via count of the first global-routing pass 130,000, cts hold-fix bufs 0, synth unique cells 102, FP Util 50.5%, Post-DP Area 90,500 sq um, # port buffers 194, register pins left without a clock 64, flops & latches, synth 576, stop err [ERROR GRT-0116] Global routing finished with congestion. Check the congestion regions in the DRC Viewer., GP Congestion 1.67, first-pass GRT wire length 1200 mm, EDFF count, synth 512, Remaining Overflow, GRT 15,700, die y size 410 microns
## metrics by stage
step / power, uW / hold WS (ps) / worst slack (ps) / std cells
after CTS: 4770 / 2870 / 5470 / 12100
after global placement: 3100 / 3630 / 4820 / 11900
after floorplan: 2180 / 3470 / 6560 / 9890
after detailed placement: 3110 / 3640 / 4760 / 11900
## synth_stat cells (49+ instances only)
| cell | n | share of area (%) |
|---|---|---|
| o22ai_1 | 449 | 3.4 |
| xnor2_1 | 132 | 1.4 |
| nand4_1 | 211 | 1.6 |
| buf_2 | 100 | 0.60 |
| a32oi_1 | 58 | 0.61 |
| a31oi_1 | 150 | 1.1 |
| nor3_1 | 240 | 1.4 |
| o221ai_1 | 242 | 2.5 |
| a211oi_1 | 111 | 1.0 |
| nand2_1 | 1134 | 5.1 |
| buf_1 | 137 | 0.62 |
| or3_1 | 86 | 0.65 |
| and2_1 | 49 | 0.37 |
| mux4_2 | 789 | 21 |
| nand3_1 | 264 | 1.6 |
| a222oi_1 | 65 | 0.78 |
| mux2i_1 | 84 | 1.0 |
| o22a_1 | 57 | 0.60 |
| a211o_1 | 49 | 0.51 |
| xor2_1 | 81 | 0.85 |
| a21oi_1 | 510 | 3.1 |
| and3_1 | 64 | 0.48 |
| nor4_1 | 196 | 1.5 |
| a2111oi_0 | 60 | 0.63 |
| a22oi_1 | 234 | 2.1 |
| or4_1 | 115 | 1.0 |
| o21ai_0 | 555 | 3.3 |
| o2111ai_1 | 62 | 0.65 |
| o211ai_1 | 96 | 0.86 |
| dlxtp_1 | 64 | 1.2 |
| a22o_1 | 88 | 0.92 |
| clkbuf_1 | 941 | 4.2 |
| a221oi_1 | 188 | 2.0 |
| a221o_1 | 67 | 0.80 |
| nor2_1 | 885 | 4.0 |
| edfxtp_1 | 512 | 18 |
## layer usage
metal | track usage [%] | overflow
met4 | 101 | 2358
met3 | 106 | 2991
met5 | 98.9 | 345
met2 | 116 | 6968
met1 | 105 | 3037
## kinds of logic after synthesis
kind of cell,after synthesis,synth area share [%]
AOI/OAI and AO/OA,3479,29.5
DFF,512,18.4
adders and majority gates,10,0.150
xor gates and xnor gates,213,2.24
buffers and inverters,1246,5.82
and+or+nand+nor,3470,20.1
latches,64,1.15
muxes,896,22.6
Power figures rest on the tool's default switching activity, not on a simulated workload.
