==> flow/design.v <==
module registerFile(
  input [4:0] rs1,
  input [4:0] rs2,
  input [4:0] rd, 
  input clk,
  input reset,
  input regWrite,
  input [63:0] writeData,
  output reg [63:0] readData1,
  output reg [63:0] readData2
);
  reg [63:0] registers [31:0];
  int x;
  initial
    begin
      for (x = 0; x < 32; x+=1)
        begin
          registers[x] = x;
        end
    end
  always @ (*)
    begin
      if (reset == 1)
        begin
          readData1 = 64'b0;
          readData2 = 64'b0;
        end
      else
        begin
          readData1 = registers[rs1];
          readData2 = registers[rs2];
        end
    end
  always @ (posedge clk)
    begin
      if (regWrite)
        begin
          registers[rd] = writeData;
        end
    end
endmodule
==> flow/run.sh <==
#!/bin/bash
# OpenROAD 26Q1-2900-gdf79404cd8, Yosys 0.63+post, stock flow scripts
make -C /OpenROAD-flow-scripts/flow DESIGN_CONFIG=/design/flow/config.mk WORK_HOME=/design/flow/orfs finish
==> flow/config.mk <==
export PLATFORM = sky130hd
export DESIGN_NAME = registerFile
export DESIGN_NICKNAME = registerFile
export VERILOG_FILES = /design/flow/design.v
export SDC_FILE = /design/flow/constraint.sdc
export NUM_CORES = 4
export LEC_CHECK = 1
export CORE_UTILIZATION = 50
export SYNTH_HDL_FRONTEND = slang
==> flow/constraint.sdc <==
current_design registerFile

set clk_period 13.2
set clk_io_pct 0.2

create_clock -name clk0 -period $clk_period [get_ports {clk}]

set non_clock_inputs [all_inputs -no_clocks]
set_input_delay [expr $clk_period * $clk_io_pct] -clock clk0 $non_clock_inputs
set_output_delay [expr $clk_period * $clk_io_pct] -clock clk0 [all_outputs]
==> reports/metrics.yaml <==
clock_network:
  cts_tree: "done"
  ctsLongestPathBuffers: 3
  cts_sinks: 2048
  ctsResizeCount: 0
  cts_max_level: 4
  cts_buffers: 213
  holdBufCountCts: 0
  post_cts_buffers: 0
  cts_root_buffer: "clkbuf_16"
  clkTransAtPathRegs_ns: 0.06
power:
  fin_total_pwr_uw: 14230
  leakage_uw: 0.03337
  p_per_area_nw_per_um2: 133.6
  max-vdd-ir-drop_mv: 0.1106
cells_and_area:
  drive_gt1_share_pct: 34.70
  final_util_pct: 57.25
  area_delta_synth_final_pct: 13.31
  fill_cells: 13490
  largest_reg_flops: 2048
synthesis:
  ys_cells: 4496
  synth_cells: 4496
  yosysWarnings: 0
  ys_ff: 2048
  netlist_area_um2: 94000
  async_reset_ff_share_pct: 0
  synth-edff-count: 2048
  flop_cell: "edfxtp_1"
  synth_seq_share_pct: 65.43
  yosys_area_um2: 94000
  synth.avg_cell_area_um2: 20.91
  yosysUniqueCellTypes: 45
worst_hold_path:
  holdCritPathClass: "in2reg"
  hp-start: "writeData[43]"
route:
  wire_per_inst_um: 38.86
  final_antenna_net_count: 0
  drtPass1Iterations: 5
  wl_um: 290900
  dr_wl_met2_um: 136800
  drcViolationCount: 0
  drtIter0Drc: 3227
  drt-vias-per-instance: 6.853
  routed.top_layer: "met5"
  num_vias: 51300
  wl_met3_um: 57930
  wirelength_met1_um: 83800
global_route:
  grt_pass1_wl_um: 413600
  grt.overflow.total: 0
  grt.total_usage_pct: 35.37
  antenna_found_initial: 4
  grt_pass1_vias: 57880
  grt_max_degree: 74
sta:
  tightest_slew_ns: 1.075
  finalClockPeriodUsage_pct: 69.81
  hold_viol_final: 0
  setup_slack_ns: 3.985
  setup_violations: 0
  fmax_ghz: 0.1085
  drv_slew: 0
  relSlewSlack_pct: 27.35
  hold-worst-slack_ns: 2.593
  rsz0062_at_grt: "false"
  finalSetupTns_ns: 0
  period_minus_slack_ns: 9.215
critical_path:
  cp-start-kind: "primary input"
  max_stage_delay_ns: 0.68
  crit_chain: "buf_8 > buf_4 > buf_4 > buf_4 > mux4_2 > and3_1 > a2111oi_0 > a21oi_1 > clkdlybuf4s50_1"
  startpoint: "rs1[2]"
  cpLargestDelayFamily: "buffers and inverters"
  path_class: "in2out"
  cp_max_fo: 44
  cp_common_cell: "buf_4"
  critPathSlowestCell: "buf_4"
  arrival_ns: 6.58
  end_kind: "primary output"
  crit_buf_inv: 5
  required_ns: 10.56
floorplanning:
  io_pins: 210
  core-area_um2: 186000
  fp.dieW_um: 435.6
  chipHeight_um: 435.6
  core_util_floorplan_pct: 50.53
  core.rowCount: 158
  dieArea_um2: 189700
placed_design:
  io_buffers: 209
  hpwl_um: 165200
  pre_cts_slack_ns: 4.022
  globalplace.congestion: 0.8784
flow_run:
  maxCapViolCount: 0
  tool_warnings: 26
run_status:
  outcome: "complete, no violations"
layer usage:
layer / up-vias / global-route usage, %
met4: 19 / 10.37
met5: - / 2.571
met2: 4075 / 49.21
li1: 20580 / -
met3: 596 / 29.47
met1: 26030 / 43.30
layout by cell type (no fill, tap or decap), types with 9 or more instances in the layout:
master           Yosys  final
nor4_1              12     11
or2_1                9      9
buf_4               64    265
a22oi_1            100    100
nor2b_1             49     42
a21oi_1             23     23
inv_6                0     10
clkinv_1             2     46
nor3_1              34     33
nand3_1             18     18
edfxtp_1          2048   2048
clkbuf_16            0    217
a22o_1              45     45
nor2_4               0     36
bufinv_16            0     14
o221ai_1            43     43
clkdlybuf4s50_1      0    198
a211oi_1            32     32
clkbuf_1           133     56
a221oi_1            12     12
mux2_2              97     97
o22ai_1            155    155
o31ai_1             17     17
mux4_2            1005   1005
o21ai_0             41     41
mux2i_1            177    177
buf_12               0     14
nor2_1              66     30
nand2_1             72     71
a221o_1             10     10
clkinv_2             0     36
layout make-up:
type / instances / area [um2] / area share (%)
antenna: 3 / 7.507 / 0.007048
clock buffer: 273 / 5640 / 5.296
clock inverter: 111 / 922.1 / 0.8658
inverter: 4 / 21.27 / 0.01997
multi-input combinational: 2080 / 30950 / 29.06
sequential: 2048 / 61500 / 57.74
tap: 2480 / 3103 / 2.913
timing repair buffer: 487 / 4368 / 4.101
cell usage after synthesis, types with 21 or more instances:
library cell | number | area share [%]
buf_4 | 64 | 0.51
nand2_1 | 72 | 0.29
mux2_2 | 97 | 1.2
a21oi_1 | 23 | 0.12
buf_1 | 36 | 0.14
a211oi_1 | 32 | 0.26
o221ai_1 | 43 | 0.40
nor2b_1 | 49 | 0.33
a22o_1 | 45 | 0.42
o21ai_0 | 41 | 0.22
a22oi_1 | 100 | 0.80
edfxtp_1 | 2048 | 65
mux2i_1 | 177 | 1.9
o22ai_1 | 155 | 1.0
buf_6 | 21 | 0.25
clkbuf_1 | 133 | 0.53
nor2_1 | 66 | 0.26
mux4_2 | 1005 | 24
nor3_1 | 34 | 0.18
buf_2 | 110 | 0.59
where the power goes:
part | internal, uW | switching [uW] | total (uW)
logic | 545 | 676 | 1220
registers | 7240 | 30.0 | 7270
clock network | 3260 | 2480 | 5740
total | 11000 | 3190 | 14200
final timing paths:
path | depth (start not counted) | slack, ns | endpoint
worst max-delay path | 9 | 3.99 | readData1[50]
worst min-delay path | 2 | 2.59 | registers[299]
through the flow:
stage	cell area [um2]	instances
final	106500	7486
after global routing	106500	7485
after CTS	106500	7483
after detailed placement	99940	7099
after global placement	99940	7099
after floorplan	94000	4496
cells by family after synthesis:
kind of cell    share of synthesized area, %
buf+inv                                2.039
simple gates                           1.605
flops                                  65.43
mux                                    27.13
compound gates                         3.803
Power and IR drop assume default switching activity.
